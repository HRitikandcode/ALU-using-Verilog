<file path="./design.v">
module cla_32bit_adder(
    input  [31:0] a, b,
    input         cin,
    output [31:0] sum,
    output        cout
);
    wire [7:0] gG, gP;       
    wire [8:0] carry;        
    assign carry[0] = cin;
    genvar i;
    generate
        for (i = 0; i < 8; i = i + 1) begin : CLA_BLOCKS
            cla_4bit cla_block (
                .a   (a[i*4 +: 4]),
                .b   (b[i*4 +: 4]),
                .cin (carry[i]),
                .sum (sum[i*4 +: 4]),
                .G   (gG[i]),
                .P   (gP[i])
            );
            assign carry[i+1] = gG[i] | (gP[i] & carry[i]);
        end
    endgenerate
    assign cout = carry[8];
endmodule
module cla_4bit(
    input  [3:0] a, b,
    input        cin,
    output [3:0] sum,
    output       G, P
);
    wire [3:0] g, p, c;
    assign g = a & b;      
    assign p = a ^ b;      
    assign c[0] = cin;
    assign c[1] = g[0] | (p[0] & c[0]);
    assign c[2] = g[1] | (p[1] & c[1]);
    assign c[3] = g[2] | (p[2] & c[2]);
    assign sum = p ^ c[3:0];
    assign G = g[3] | (p[3] & g[2]) | (p[3] & p[2] & g[1]) | (p[3] & p[2] & p[1] & g[0]);
    assign P = p[3] & p[2] & p[1] & p[0];
endmodule
</file>
<file path="./run.sh">
#!/bin/bash
# OpenROAD 26Q1-2900-gdf79404cd8, Yosys 0.63+post, stock flow scripts
make -C /OpenROAD-flow-scripts/flow DESIGN_CONFIG=/design/flow/config.mk WORK_HOME=/design/flow/orfs finish
</file>
<file path="./config.mk">
export PLATFORM = sky130hd
export DESIGN_NAME = cla_32bit_adder
export DESIGN_NICKNAME = cla_32bit_adder
export VERILOG_FILES = /design/flow/design.v
export SDC_FILE = /design/flow/constraint.sdc
export NUM_CORES = 4
export LEC_CHECK = 1
export CORE_AREA = 10 10 95 95
export DIE_AREA = 0 0 105 105
</file>
<file path="./constraint.sdc">
current_design cla_32bit_adder

set clk_period 20.2
set clk_io_pct 0.2

create_clock -name clk0 -period $clk_period

set non_clock_inputs [all_inputs -no_clocks]
set_input_delay [expr $clk_period * $clk_io_pct] -clock clk0 $non_clock_inputs
set_output_delay [expr $clk_period * $clk_io_pct] -clock clk0 [all_outputs]
</file>
==> results.yml <==
# yosys + openroad results
global_route:
  antenna_found_initial: 0
  grt_pass1_wl_mm: 7.16
  grt_max_degree: 6
  grt_pass1_vias: 1494
  gr-total-overflow: 0
  grt_usage_pct: 7.73
flow_run:
  maxCapViolCount: 0
  warnings: 32
clock_network:
  cts_hold_buf: 0
  post-cts-setup-buffer-count: 0
  cts_resized: 0
layout:
  fin_util_pct: 36.1
  seq_area_um2: 0
  syn_to_final_growth_pct: 78.9
  num-clock-buffers: 0
  design_area_mm2: 0.00250
  layout.cells.non_filler: 338
  post_route_cells_drive_above_1_share_pct: 2.07
  ff_count: 0
yosys:
  adder_share_pct: 63.1
  top_area_cell: "fa_1"
  synth_dominant_cell_count: "ha_1"
  netlist_area_mm2: 0.00140
  yosys.stat.seqShare_pct: 0
  area_leaders: "fa_1, ha_1, inv_1, a21oi_1, a21o_1"
  postSynthCellCount: 144
  ys_sh_simple_pct: 13.6
  yosys_area_mm2: 0.00140
  yosys_cells: 144
  synthTopCellsByCount: "ha_1, fa_1, inv_1, a21oi_1"
  compound_area_share_pct: 12.8
  top_area_share_pct: 34.4
  mux_share_pct: 0
  synth.comb.largest_family: "adder cells"
  ys_types: 27
  yosysWarningCount: 0
  avgSynthCellArea_um2: 9.69
  ys_sh_xor_pct: 5.02
sta:
  report.final.slew_viol_count: 0
  worstMarginPinSlew_ns: 0.336
  layout_min_cycle_time_ns: 11.64
  grt_setup_unrepaired: "false"
  relSlewSlack_pct: 77.6
  fin_hold_ws_ns: 9.16
  fmax_mhz: 85.9
  final.setup.worst_slack_ns: 8.56
  setup_viol_count_final: 0
  period_used_pct: 57.6
  hold_viol_final: 0
  fin_tns_setup_ns: 0
place:
  place_area_mm2: 0.00250
  routabilityCongestion: 0.763
  place_ws_ns: 8.51
  portBuffers: 98
  placed_cells: 338
  place_hpwl_mm: 4.23
die:
  die_x_um: 105
  die_h_um: 105
  coreArea_mm2: 0.00691
  dieArea_mm2: 0.0110
  row_count: 30
  io_pins: 98
  fp_util_pct: 20.2
route:
  vias_per_cell: 4.04
  ant_nets: 0
  wire_per_inst_um: 12.9
  drt_iter0_markers: 19
  routed_wl_mm: 4.38
  drc: 0
  n_antenna_cell: 0
  routed-via-count: 1365
  first_pass_iters: 4
power_and_ir_drop:
  clkPwrFrac_pct: 0
  p_int_uw: 47.6
  combPwrFrac_pct: 100.0
  irDropWorstVdd_mv: 0.0124
  switching_share_pct: 33.5
  p_leak_nw: 1.09
  report.power.total_uw: 71.5
  seqPwrFrac_pct: 0
  power_switching_uw: 23.9
  cellPowerDensity_mw_per_mm2: 28.7
critical_path:
  cp_max_fo: 5
  cp.arrival_ns: 7.60
  worst-setup-path-type: "input port to output port"
  start_kind: "input port"
  end_kind: "output port"
  critPathRequiredTime_ns: 16.16
hold_path:
  hp-class: "input port to output port"
status:
  status: "finished clean"
power groups by stage:
stage     clock, mW  combinational, mW  sequential [mW]
4_1_cts           0             0.0744                0
5_1_grt           0             0.0818                0
6_report          0             0.0715                0
layer usage:
metal / up-vias / track usage (%) / routed length, um
li1: 705 / - / -
met5: - / 0 / 0
met2: 67 / 11.8 / 1790
met1: 593 / 10.5 / 2060
met4: 0 / 0 / 0
met3: 0 / 3.48 / 520
critical path, stage by stage:
cell             delay, ns
clkdlybuf4s50_1       0.40
ha_1                  0.36
a21oi_1               0.19
a31oi_1               0.10
o21ai_0               0.26
nand3_1               0.21
a21o_1                0.22
fa_1                  0.38
fa_1                  0.39
fa_1                  0.39
xor2_1                0.16
clkdlybuf4s50_1       0.48
path summary, 6_finish.rpt:
kind / startpoint / to / cells after the start
max: a[7] / sum[31] / 12
min: cin / sum[0] / 5
cell type report:
type	count	area (um2)
repair buffers	98	981
multi-input cells	124	1320
well taps	96	120
inverters	20	75.1
fillers	711	4410
cell usage in the layout, fill, tap and decap left out, drive strengths merged:
master / synthesis / layout
a21o: 6 / 6
a21oi: 12 / 12
a31oi: 2 / 2
and2: 1 / 1
and3: 2 / 2
clkdlybuf4s50: 0 / 98
fa: 24 / 24
ha: 32 / 32
inv: 20 / 20
nand2: 6 / 6
nand3: 5 / 5
nand3b: 1 / 1
nand4: 4 / 4
nor2: 6 / 6
nor2b: 2 / 2
nor3: 1 / 1
nor4: 2 / 2
o2111ai: 1 / 1
o211ai: 2 / 2
o21ai: 5 / 5
o31ai: 1 / 1
or2: 1 / 1
xnor2: 3 / 3
xor2: 5 / 5
cells by family after synthesis:
kind of cell	after synthesis
adders and majority gates	56
and+or+nand+nor	31
AOI/OAI and AO/OA	29
buffers and inverters	20
xor gates and xnor gates	8
No activity file was given, so power comes from the tool's default toggle rates.
