==> flow/constraint.sdc <==
current_design nr_div

set clk_period 954.3
set clk_io_pct 0.2

create_clock -name clk0 -period $clk_period

set non_clock_inputs [all_inputs -no_clocks]
set_input_delay [expr $clk_period * $clk_io_pct] -clock clk0 $non_clock_inputs
set_output_delay [expr $clk_period * $clk_io_pct] -clock clk0 [all_outputs]
==> flow/design.v <==
module nr_div(
    input  [31:0] a,     
    input  [31:0] b,     
    input         en,    
    output reg [31:0] result  
);
    integer i;
    reg [32:0] A;        
    reg [31:0] M;        
    reg [31:0] Q;        
    always @(*) begin
        if (en) begin
            if (b == 0) begin
                result = 32'hFFFFFFFF; 
            end else begin
                A = 33'd0;
                Q = a;
                M = b;
                for (i = 0; i < 32; i = i + 1) begin
                    {A, Q} = {A, Q} << 1;
                    if (A[32] == 0)
                        A = A - M;
                    else
                        A = A + M;
                    if (A[32] == 0)
                        Q[0] = 1'b1;
                    else
                        Q[0] = 1'b0;
                end
                if (A[32] == 1)
                    A = A + M;
                result = Q;  
            end
        end else begin
            result = 32'd0;
        end
    end
endmodule
==> flow/config.mk <==
export PLATFORM = sky130hd
export DESIGN_NAME = nr_div
export DESIGN_NICKNAME = nr_div
export VERILOG_FILES = /design/flow/design.v
export SDC_FILE = /design/flow/constraint.sdc
export NUM_CORES = 4
export LEC_CHECK = 1
export CORE_UTILIZATION = 30
==> flow/run.sh <==
#!/bin/bash
# OpenROAD 26Q1-2900-gdf79404cd8, Yosys 0.63+post, stock flow scripts
make -C /OpenROAD-flow-scripts/flow DESIGN_CONFIG=/design/flow/config.mk WORK_HOME=/design/flow/orfs finish
==> reports/metrics.cfg <==
[status]
run_status = complete, no violations

[logic_synthesis]
syn_avg_cell_area_um2 = 7.05
postSynthCellCount = 9322
ys_top_cells_by_count = sky130_fd_sc_hd__ha_1, sky130_fd_sc_hd__nor2_1, sky130_fd_sc_hd__xnor2_1
synth_warnings = 1
synth.cell_area_um2 = 65700
synth_sequential_area_ratio_pct = 0
yosys.area.top_type_share_pct = 18.9
most_area_hungry_cell_type_in_the_yosys_netlist = sky130_fd_sc_hd__ha_1
topCellsByArea = sky130_fd_sc_hd__ha_1, sky130_fd_sc_hd__xnor2_1, sky130_fd_sc_hd__xor2_1
yosys-stat-cells = 9322
ys_chip_area_um2 = 65700
synth_dominant_cell_count = sky130_fd_sc_hd__ha_1
post_synth_cell_types = 125

[detailed_routing]
drt_wl_total_mm = 264
vias = 67500
antenna_left = 0
dr.first_iter.drc_count = 6225
vias_per_cell = 5.62
drcViolationCount = 0
wl_per_cell_um = 22.0
detail_route.first_pass.iterations = 8

[floorplan]
fp.dieW_um = 470
core_util_floorplan_pct = 30.2
design.core.area_um2 = 217000
die_footprint_um2 = 221000
ios = 97
placement_rows = 171
die_outline_height_um = 470

[final_timing]
layout_setup_ws_ns = 476.49
timing_hold_violations_final = 0
finalSetupViolCount = 0
drv_slew = 0
period_minus_slack_ns = 477.81
fmax_mhz = 2.09
maxSlewHeadroom_pct = 24.6
rsz0062_at_grt = false
setup_tns_ns = 0
tightest_slew_ns = 1.12
layout_worst_path_cycle_share_pct = 50.1

[global_routing]
grt_use_total_pct = 23.4
pin_count_of_the_biggest_net_entering_global_routing = 74
grt_pass1_wl_mm = 390
vias_in_the_first_global_route = 60700
grt_antenna_before_repair = 23
global_route.overflow_total = 0

[final_layout]
layout.area.seq_um2 = 0
seq_cell_count = 0
post_route_cells_drive_above_1_share_pct = 7.52
area_delta_synth_final_pct = 6.19
n_clock_buffer = 0

[clock_network]
cts_hold_repair.buffers = 0
post_cts.resized_instances = 0
number_of_buffers_added_for_setup_after_cts = 0

[critical_path]
crit_path_start_kind = input port
setup.worst_path.end_class = primary output
arrival_ns = 286.95
slowest_delay_ns = 0.92
worst_ep_required_time_ns = 763.44
timing_worst_setup_path_type = in2out
worstPathMaxFanout = 48
critPathSlowestCell = sky130_fd_sc_hd__nor3_1

[placed_design]
preCtsSetupSlack_ns = 478.70
post-dp-hpwl_mm = 204
routability_driven_placement_congestion_ratio = 1.04
place.port_buffers = 97

[job]
drv.max_cap_violation_count = 0
stage_log_warnings = 32

[min_path]
hold_class = in2out

[final timing paths]
| path | startpoint | endpoint | slack [ns] | depth (start not counted) |
|---|---|---|---|---|
| setup / recovery | b[15] | result[0] | 476.49 | 367 |
| hold / removal | en | result[7] | 382.71 | 5 |
[final cells by class]
| cell class | count | area (um^2) |
|---|---|---|
| repair buffers | 305 | 2420 |
| multi-input cells | 8520 | 62600 |
| inverters | 314 | 1180 |
| well taps | 2854 | 3570 |
| fillers | 23400 | 148000 |
| diodes | 9 | 22.5 |
[cell usage in the layout, fill, tap and decap left out, types with 111 or more instances in the layout]
cell                       synthesis  layout
sky130_fd_sc_hd__a21o_1          462     462
sky130_fd_sc_hd__a21oi_1         790     790
sky130_fd_sc_hd__and3_1          149     148
sky130_fd_sc_hd__buf_4            14     204
sky130_fd_sc_hd__ha_1            994     991
sky130_fd_sc_hd__inv_1           312     312
sky130_fd_sc_hd__nand2_1         620     620
sky130_fd_sc_hd__nand2b_1        140     140
sky130_fd_sc_hd__nand3_1         189     189
sky130_fd_sc_hd__nand4_1         125     125
sky130_fd_sc_hd__nor2_1          879     873
sky130_fd_sc_hd__nor2b_1         213     212
sky130_fd_sc_hd__nor3_1          120     114
sky130_fd_sc_hd__o21a_1          112     112
sky130_fd_sc_hd__o21ai_0         632     631
sky130_fd_sc_hd__o21ai_1         113     111
sky130_fd_sc_hd__o21ai_2         114     116
sky130_fd_sc_hd__xnor2_1         874     866
sky130_fd_sc_hd__xor2_1          632     625
[cell families (layout without fill, tap and decap cells)]
| kind of cell | count (synthesis) | after routing | share of synthesized area [%] |
|---|---|---|---|
| AOI/OAI and AO/OA | 3021 | 3021 | 30.6 |
| xor gates and xnor gates | 1523 | 1523 | 20.5 |
| adders and majority gates | 1024 | 1024 | 19.8 |
| buffers and inverters | 802 | 619 | 5.26 |
| muxes | 159 | 159 | 2.89 |
| other | 0 | 9 | 0 |
| and+or+nand+nor | 2793 | 2793 | 20.9 |
[routing by layer]
layer | track usage, % | share of wire (%)
met3 | 5.13 | 9.3
met4 | 10.7 | 5.4
met2 | 35.6 | 43
met1 | 31.5 | 42
met5 | 0.498 | 0.087
[critical path: cells and delay by family]
family | cells | cell delay, ns
compound gates | 206 | 50.15
simple gates | 48 | 11.57
buf+inv | 33 | 10.45
mux | 25 | 9.45
fa+ha+maj | 31 | 9.34
xor+xnor | 24 | 4.62
[per-stage QoR]
stage          hold slack, ns  utilization [%]  instances  instance area [um^2]
3_5_place_dp           382.78             32.1      12000                 69800
5_1_grt                382.80             32.1      12000                 69800
6_report               382.71             32.1      12000                 69800
4_1_cts                382.78             32.1      12000                 69800
3_3_place_gp           382.78             32.1      12000                 69800
2_1_floorplan          381.88                -       9322                 65700
