<file path="flow/run.sh">
#!/bin/bash
# OpenROAD 26Q1-2900-gdf79404cd8, Yosys 0.63+post, stock flow scripts
make -C /OpenROAD-flow-scripts/flow DESIGN_CONFIG=/design/flow/config.mk WORK_HOME=/design/flow/orfs finish
</file>
<file path="flow/config.mk">
export PLATFORM = sky130hd
export DESIGN_NAME = calculator
export DESIGN_NICKNAME = calculator
export VERILOG_FILES = /design/flow/design.v
export SDC_FILE = /design/flow/constraint.sdc
export NUM_CORES = 4
export LEC_CHECK = 1
export CORE_UTILIZATION = 40
</file>
<file path="flow/constraint.sdc">
current_design calculator

set clk_period 5.1
set clk_io_pct 0.2

create_clock -name clk0 -period $clk_period [get_ports {clk}]

set non_clock_inputs [all_inputs -no_clocks]
set_input_delay [expr $clk_period * $clk_io_pct] -clock clk0 $non_clock_inputs
set_output_delay [expr $clk_period * $clk_io_pct] -clock clk0 [all_outputs]
</file>
<file path="flow/design.v">
module half_adder (
    input  a,
    input  b,
    output sum,
    output carry
);
    xor (sum, a, b);
    and (carry, a, b);
endmodule
module full_adder (
    input  a,
    input  b,
    input  cin,
    output sum,
    output cout
);
    wire s1, c1, c2;
    half_adder ha1 (.a(a), .b(b), .sum(s1), .carry(c1));
    half_adder ha2 (.a(s1), .b(cin), .sum(sum), .carry(c2));
    or (cout, c1, c2);
endmodule
module ripple_carry_adder #(parameter WIDTH = 8) (
    input  [WIDTH-1:0] a,
    input  [WIDTH-1:0] b,
    input               cin,
    output [WIDTH-1:0] sum,
    output              cout
);
    wire [WIDTH:0] carry;
    assign carry[0] = cin;
    genvar i;
    generate
        for (i=0; i<WIDTH; i=i+1) begin : FA_GEN
            full_adder fa (
                .a(a[i]),
                .b(b[i]),
                .cin(carry[i]),
                .sum(sum[i]),
                .cout(carry[i+1])
            );
        end
    endgenerate
    assign cout = carry[WIDTH];
endmodule
module adder_subtractor #(parameter WIDTH = 8) (
    input  [WIDTH-1:0] a,
    input  [WIDTH-1:0] b,
    input              sub,  
    output [WIDTH-1:0] res,
    output             carry_out
);
    wire [WIDTH-1:0] b_mux;
    genvar j;
    generate
        for (j=0; j<WIDTH; j=j+1) begin : INV
            xor (b_mux[j], b[j], sub);  
        end
    endgenerate
    ripple_carry_adder #(.WIDTH(WIDTH)) rca (
        .a(a),
        .b(b_mux),
        .cin(sub),
        .sum(res),
        .cout(carry_out)
    );
endmodule
module array_multiplier #(parameter WIDTH = 8) (
    input  [WIDTH-1:0] a,
    input  [WIDTH-1:0] b,
    output [2*WIDTH-1:0] product
);
    wire [WIDTH-1:0] pp [WIDTH-1:0];  
    genvar i, k;
    generate
        for (i=0; i<WIDTH; i=i+1) begin : PP_ROW
            for (k=0; k<WIDTH; k=k+1) begin : PP_COL
                and (pp[i][k], a[k], b[i]);  
            end
        end
    endgenerate
    wire [2*WIDTH-1:0] row_sum [WIDTH-1:0];
    generate
        for (i=0; i<WIDTH; i=i+1) begin : ROW_TO_VEC
            for (k=0; k<2*WIDTH; k=k+1) begin : FILL
                if (k < i)
                    assign row_sum[i][k] = 1'b0;
                else if (k >= i && (k-i) < WIDTH)
                    assign row_sum[i][k] = pp[i][k-i];
                else
                    assign row_sum[i][k] = 1'b0;
            end
        end
    endgenerate
    function automatic [2*WIDTH-1:0] add_2w;
        input [2*WIDTH-1:0] x;
        input [2*WIDTH-1:0] y;
        integer idx;
        reg [WIDTH-1:0] low_sum, high_sum;
        reg low_cout;
        begin
            add_2w = (x + y);  
        end
    endfunction
    reg [2*WIDTH-1:0] acc;
    integer ii;
    always @(*) begin
        acc = {2*WIDTH{1'b0}};
        for (ii=0; ii<WIDTH; ii=ii+1) begin
            acc = acc + row_sum[ii];
        end
    end
    assign product = acc;
endmodule
module nonrestoring_divider #(parameter WIDTH = 8) (
    input               clk,
    input               rst,
    input               start,
    input  [WIDTH-1:0]  dividend,
    input  [WIDTH-1:0]  divisor,
    output reg [WIDTH-1:0] quotient,
    output reg [WIDTH-1:0] remainder,
    output reg done
);
    reg [WIDTH-1:0] Q;
    reg [WIDTH:0]   R;  
    reg [clog2(WIDTH+1)-1:0] count;
    reg busy;
    function integer clog2;
        input integer value;
        integer i;
        begin
            clog2 = 0;
            for (i = value-1; i > 0; i = i >> 1)
                clog2 = clog2 + 1;
        end
    endfunction
    always @(posedge clk or posedge rst) begin
        if (rst) begin
            Q <= 0; R <= 0; quotient <= 0; remainder <= 0; done <= 0; count <= 0; busy <= 0;
        end else begin
            if (start && !busy) begin
                Q <= dividend;
                R <= 0;
                count <= WIDTH;
                busy <= 1;
                done <= 0;
            end else if (busy) begin
                R = {R[WIDTH-1:0], Q[WIDTH-1]};
                Q = {Q[WIDTH-2:0], 1'b0};
                if (R >= {1'b0, divisor}) begin
                    R = R - {1'b0, divisor};
                    Q[0] = 1'b1;  
                end else begin
                    Q[0] = 1'b0;
                end
                count = count - 1;
                if (count == 1) begin
                    quotient <= Q;
                    remainder <= R[WIDTH-1:0];
                    done <= 1;
                    busy <= 0;
                end
            end else begin
                done <= done;  
            end
        end
    end
endmodule
module calculator #(parameter WIDTH = 8) (
    input                clk,
    input                rst,
    input                start,
    input  [1:0]         op,  
    input  [WIDTH-1:0]   a,
    input  [WIDTH-1:0]   b,
    output reg [2*WIDTH-1:0] result,  
    output reg               valid,
    output [WIDTH-1:0] quotient,
    output [WIDTH-1:0] remainder,
    output reg done_div
);
    wire [WIDTH-1:0] addsub_res;
    wire addsub_cout;
    adder_subtractor #(.WIDTH(WIDTH)) addsub (
        .a(a),
        .b(b),
        .sub(op==2'b01),
        .res(addsub_res),
        .carry_out(addsub_cout)
    );
    wire [2*WIDTH-1:0] mul_res;
    array_multiplier #(.WIDTH(WIDTH)) mul (
        .a(a),
        .b(b),
        .product(mul_res)
    );
    wire div_done;
    reg div_start;
    nonrestoring_divider #(.WIDTH(WIDTH)) divider (
        .clk(clk),
        .rst(rst),
        .start(div_start),
        .dividend(a),
        .divisor(b),
        .quotient(quotient),
        .remainder(remainder),
        .done(div_done)
    );
    typedef enum reg [1:0] {IDLE=2'b00, RUN=2'b01, WAIT_DIV=2'b10, DONE=2'b11} state_t;
    reg [1:0] state;
    always @(posedge clk or posedge rst) begin
        if (rst) begin
            result <= 0; valid <= 0; div_start <= 0; done_div <= 0; state <= IDLE;
        end else begin
            case (state)
                IDLE: begin
                    valid <= 0; done_div <= 0;
                    if (start) begin
                        if (op == 2'b10) begin  
                            result <= mul_res;
                            valid <= 1;
                            state <= DONE;
                        end else if (op == 2'b11) begin  
                            div_start <= 1;
                            state <= WAIT_DIV;
                        end else begin  
                            result <= {{WIDTH{1'b0}}, addsub_res};
                            valid <= 1;
                            state <= DONE;
                        end
                    end
                end
                WAIT_DIV: begin
                    div_start <= 0;
                    if (div_done) begin
                        result <= {{ {WIDTH{1'b0}} , quotient }};  
                        valid <= 1;
                        done_div <= 1;
                        state <= DONE;
                    end
                end
                DONE: begin
                    if (!start) begin
                        valid <= 0;
                        done_div <= 0;
                        state <= IDLE;
                    end
                end
            endcase
        end
    end
endmodule
</file>
==> flow_metrics.env <==
# implementation run metrics
export IMPL_status="finished with violations"
export IMPL_failed_checks="setup timing"
export IMPL_grt_pass1_wl_um=22340
export IMPL_ys_types=59
export IMPL_stdcell_count=924
export IMPL_finalSetupViolations=9
export IMPL_grt_pass1_vias=4522
export IMPL_initialDrtViolationCount=248
export IMPL_wl_met3_um=605
export IMPL_path_clk_slew_ns=0.05
export IMPL_antenna_found_initial=0
export IMPL_met1_length_um=6785
export IMPL_reg2reg_setup_slack_ns=2.68
export IMPL_fp_dieW_um=119.2
export IMPL_wl_per_cell_um=14.34
export IMPL_slew_violations=0
export IMPL_syn_to_final_growth_pct=32.17
export IMPL_criticalPathCategory="in2reg"
export IMPL_top_area_share_pct=26.89
export IMPL_firstDrtPassIters=4
export IMPL_ff2ff_path_depth=6
export IMPL_powerDensity_mw_per_mm2=500.3
export IMPL_pwr_share_comb_pct=54.8
export IMPL_overflow=0
export IMPL_warnings=29
export IMPL_edf_count=0
export IMPL_end_kind="flop"
export IMPL_highest_layer="met4"
export IMPL_maxCapViolations=0
export IMPL_yosysWarnings=3
export IMPL_cp_start_kind="input port"
export IMPL_setup_slack_ns=-0.7130
export IMPL_worstHoldEndpoint="divider.remainder[2]"
export IMPL_hp_start="divider.remainder[2]"
export IMPL_fp_util_pct=41.30
export IMPL_crit_arrival_ns=6.02
export IMPL_power_switching_mw=1.398
export IMPL_syn_instance_count=629
export IMPL_n_antenna_cell=0
export IMPL_numCtsBuffers=9
export IMPL_avgSynthCellArea_sq_um=8.731
export IMPL_hold_ws_ns=0.4795
export IMPL_ys_seq_share_pct=27.36
export IMPL_dp_hpwl_um=10430
export IMPL_max_slew_margin_pct=38.20
export IMPL_grt_max_degree=61
export IMPL_fmax_mhz=172.0
export IMPL_required_ns=5.31
export IMPL_coreArea_sq_mm=0.01330
export IMPL_cts_root_buf="clkbuf_16"
export IMPL_drive_above_1_share_pct=20.05
export IMPL_skew_ns=0.003800
export IMPL_worst_skew_pair_late_latency_ns=0.32
export IMPL_ctsLongestPathBuffers=2
export IMPL_finalClockPeriodUsage_pct=114.0
export IMPL_pre_cts_ws_ns=-1.413
export IMPL_syn_area_sq_mm=0.005492
export IMPL_cts_tree="done"
export IMPL_regToRegEndpoint="divider.remainder[4]"
export IMPL_fin_tns_setup_ns=-3.882
export IMPL_drc=0
export IMPL_hp_class="reg2reg"
export IMPL_io_pins=55
export IMPL_ys_cells=629
export IMPL_ant_nets=0
export IMPL_r2r_start="divider.R[5]"
export IMPL_p_leak_nw=3.507
export IMPL_cts_sinks=60
export IMPL_vdd_ir_drop_max_mv=0.2181
export IMPL_routabilityCongestion=0.8918
export IMPL_async_reset_ff_share_pct=100.0
export IMPL_cp_max_fo=4
export IMPL_met2_length_um=5796
export IMPL_yosys_area_top_type="dfrtp_1"
export IMPL_top_cells_by_area="dfrtp_1 (27%), fa_1 (15%), ha_1 (10%), nand2_1 (6.6%), inv_1 (5.5%)"
export IMPL_fp_dieH_um=119.2
export IMPL_max_slew_worst_pin_slew_ns=0.9219
export IMPL_h_tree_depth=3
export IMPL_grt_usage_pct=20.42
export IMPL_dr_total_vias=4660
export IMPL_rsz0062_at_grt="yes"
export IMPL_internal_power_mw=2.233
export IMPL_hold_viol_final=0
export IMPL_ys_area_sq_mm=0.005492
export IMPL_seqPwrFrac_pct=25.8
export IMPL_ys_ff=60
export IMPL_p_clk_share_pct=19.4
export IMPL_io_buffers=54
export IMPL_vias_per_cell=5.043
export IMPL_routed_wl_um=13250
export IMPL_flop_cell="dfrtp_1"
export IMPL_die_area_sq_mm=0.01420
export IMPL_dp_cells=902
export IMPL_holdPathStages=2
export IMPL_netSwitchingFraction_pct=38.50
export IMPL_finalCriticalPeriod_ns=5.813
export IMPL_rows=42
[cell usage in the layout (no fill, tap or decap), types with 6 or more instances in the layout]
master / Yosys / routed
nand2_1: 96 / 95
buf_4: 2 / 74
inv_1: 81 / 73
dfrtp_1: 59 / 59
nor2_1: 49 / 47
clkdlybuf4s50_1: 0 / 44
fa_1: 41 / 39
ha_1: 45 / 39
o21ai_0: 35 / 30
a21oi_1: 28 / 25
mux2i_1: 16 / 16
nand3_1: 13 / 13
and2_1: 16 / 13
xnor2_1: 13 / 12
clkbuf_16: 0 / 9
a21o_1: 8 / 8
a31oi_1: 8 / 8
xor2_1: 8 / 8
o31ai_1: 7 / 7
or3_1: 7 / 7
inv_2: 0 / 7
o21ai_1: 1 / 6
buf_6: 2 / 6
[through the flow]
stage	power, mW	utilization (%)	cell area, sq um
3_3_place_gp	2.824	50.72	6744
4_1_cts	3.655	54.29	7218
6_report	3.631	54.59	7258
5_1_grt	3.969	54.59	7258
3_5_place_dp	2.846	50.72	6744
2_1_floorplan	2.166	-	5603
[area by class of cell]
class	instances	area (sq um)
Inverter	82	311.5
Clock buffer	12	256.5
Clock inverter	4	95.09
Sequential cell	60	1503
Multi-Input combinational cell	460	3744
Tap cell	176	220.2
Fill cell	1170	6037
Timing Repair Buffer	130	1129
[critical path, stage by stage]
cell and delay [ns]:
buf_6 0.10, and2_4 0.15, ha_4 0.15, inv_2 0.05
fa_2 0.19, nor2b_1 0.05, o21ai_1 0.20, a21boi_2 0.09
o31a_1 0.30, buf_4 0.14, o21ba_4 0.18, fa_1 0.49
inv_2 0.04, fa_1 0.53, inv_1 0.05, fa_1 0.47
inv_1 0.05, fa_1 0.49, inv_2 0.04, ha_4 0.22
o21a_1 0.17, o31a_1 0.11, o21a_1 0.19, or3_1 0.30
a32o_1 0.26
[what timing repair did]
| action | CTS | global route |
|---|---|---|
| resized | 51 | 12 |
| gates cloned | 0 | 0 |
| pin swaps | 27 | 26 |
| setup buffers | 6 | 2 |
| setup endpoints to repair | 10 | 9 |
| hold buffers | 0 | 0 |
[cell families (layout without fill, tap and decap cells)]
kind of cell | Yosys count | after routing | share of synthesized area [%]
and+or+nand+nor | 209 | 209 | 17.54
AOI/OAI and AO/OA | 128 | 128 | 15.61
buffers and inverters | 109 | 228 | 8.020
adders and majority gates | 86 | 86 | 25.20
DFF | 60 | 60 | 27.36
xor gates and xnor gates | 21 | 21 | 3.349
muxes | 16 | 16 | 2.916
[registers in the layout, summed over array words and instances (netlist names)]
name / flops
valid: 1
divider.Q: 8
result: 16
divider.R: 8
divider.quotient: 8
done_div: 1
divider.remainder: 8
div_start: 1
divider.done: 1
divider.busy: 1
divider.count: 4
state: 3
[metal layers]
metal  GRT usage, %  vias to the layer above
met5              0                        -
met4          1.582                        0
met3          3.767                        4
met2          30.01                       95
met1          33.79                     2233
li1               -                     2328
[Yosys cell counts, types with 3 or more instances]
| cell type | number |
|---|---|
| a31oi_1 | 8 |
| o21a_1 | 4 |
| xnor2_1 | 13 |
| a21oi_1 | 28 |
| buf_2 | 7 |
| nand4_1 | 4 |
| nand2b_1 | 4 |
| xor2_1 | 8 |
| nor2b_1 | 4 |
| ha_1 | 45 |
| nor3_2 | 4 |
| nand2_1 | 96 |
| dfrtp_1 | 59 |
| and2_1 | 16 |
| a211o_1 | 3 |
| clkbuf_1 | 15 |
| nand3_1 | 13 |
| a211oi_1 | 6 |
| a21o_1 | 8 |
| nor2_1 | 49 |
| inv_1 | 81 |
| o31a_1 | 3 |
| fa_1 | 41 |
| mux2i_1 | 16 |
| o31ai_1 | 7 |
| o21ai_0 | 35 |
| or3_1 | 7 |
| nor3_1 | 3 |
[power by group through the flow]
stage                 sequential [mW]  clock (mW)  combinational, mW
after CTS                       0.941       0.718               2.00
after global routing            0.976       0.738               2.26
final                           0.938       0.703               1.99
[worst max path at each step]
stage / from / end / slack [ns] / cells past startpoint
final: a[1] / result[12] / -0.71 / 25
after global routing: a[1] / result[12] / -0.91 / 25
after CTS: a[1] / result[12] / -0.68 / 25
Power and IR drop assume default switching activity.
